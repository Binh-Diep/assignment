==> flow/design.v <==
module parallel_adder(
    input logic [7:0] M_i,
    input logic [7:0] N_i,
    output logic [8:0] result_o
);
    logic tmp_cin;
    logic tmp_cout;
    assign tmp_cin = 0;
    parallel_adder_4bit full_adder_4bit_01 (
    	.M_4bit_i    (M_i[3:0]),
    	.N_4bit_i    (N_i[3:0]),
    	.Cin_4bit_i  (tmp_cin),
    	.Cout_4bit_o (tmp_cout),
    	.sum_4bit_o  (result_o[3:0])
    );
    parallel_adder_4bit full_adder_4bit_02 (
    	.M_4bit_i    (M_i[7:4]),
    	.N_4bit_i    (N_i[7:4]),
    	.Cin_4bit_i  (tmp_cout),
    	.Cout_4bit_o (result_o[8]),
    	.sum_4bit_o  (result_o[7:4])
    );
endmodule : parallel_adder
module parallel_adder_4bit(
    input logic [3:0] M_4bit_i,
    input logic [3:0] N_4bit_i,
    input logic Cin_4bit_i,
    output logic Cout_4bit_o,
    output logic [3:0] sum_4bit_o
);
    logic tmp_carry_0;
    logic tmp_carry_1;
    logic tmp_carry_2;
    logic tmp_carry_3;
    logic tmp_carry_4;
    logic [3:0] tmp_sum;
    assign tmp_carry_0 = Cin_4bit_i;
    FA full_adder_01 (
    	.x_i (M_4bit_i[0]),
    	.y_i (N_4bit_i[0]),
    	.z_i (tmp_carry_0),
    	.s_o (tmp_sum[0]),
    	.c_o (tmp_carry_1)
    );
    FA full_adder_02 (
    	.x_i (M_4bit_i[1]),
    	.y_i (N_4bit_i[1]),
    	.z_i (tmp_carry_1),
    	.s_o (tmp_sum[1]),
    	.c_o (tmp_carry_2)
    );
    FA full_adder_03 (
    	.x_i (M_4bit_i[2]),
    	.y_i (N_4bit_i[2]),
    	.z_i (tmp_carry_2),
    	.s_o (tmp_sum[2]),
    	.c_o (tmp_carry_3)
    );
    FA full_adder_04 (
    	.x_i (M_4bit_i[3]),
    	.y_i (N_4bit_i[3]),
    	.z_i (tmp_carry_3),
    	.s_o (tmp_sum[3]),
    	.c_o (tmp_carry_4)
    );
    assign sum_4bit_o = tmp_sum;
    assign Cout_4bit_o = tmp_carry_4;
endmodule : parallel_adder_4bit
module FA(
    input logic x_i,
    input logic y_i,
    input logic z_i,
    output logic s_o,
    output logic c_o
);
    logic sum;
    logic carry;
    always_comb begin
        sum   = ((x_i ^ y_i) ^ z_i);
        carry = (x_i & y_i) | ((x_i ^ y_i) & z_i);
    end
    assign s_o = sum;
    assign c_o = carry;
endmodule : FA
==> flow/run.sh <==
#!/bin/bash
# OpenROAD 26Q1-2900-gdf79404cd8, Yosys 0.63+post, stock flow scripts
make -C /OpenROAD-flow-scripts/flow DESIGN_CONFIG=/design/flow/config.mk WORK_HOME=/design/flow/orfs finish
==> flow/config.mk <==
export PLATFORM = sky130hd
export DESIGN_NAME = parallel_adder
export DESIGN_NICKNAME = parallel_adder
export VERILOG_FILES = /design/flow/design.v
export SDC_FILE = /design/flow/constraint.sdc
export NUM_CORES = 4
export LEC_CHECK = 1
export CORE_AREA = 10 10 70 70
export DIE_AREA = 0 0 80 80
==> flow/constraint.sdc <==
current_design parallel_adder

set clk_period 8.4
set clk_io_pct 0.2

create_clock -name clk0 -period $clk_period

set non_clock_inputs [all_inputs -no_clocks]
set_input_delay [expr $clk_period * $clk_io_pct] -clock clk0 $non_clock_inputs
set_output_delay [expr $clk_period * $clk_io_pct] -clock clk0 [all_outputs]
==> flow_metrics.env <==
# source this file to load flow results
export IMPL_run_status="finished clean"
export IMPL_slowest_delay_ns=0.46
export IMPL_top_usage_layer="met1"
export IMPL_worst_path_buf_inv=4
export IMPL_synth_cell_type_count=4
export IMPL_core_rowCount=21
export IMPL_worst_path_max_delay_cell="clkdlybuf4s50_1"
export IMPL_dr_pass1_iters=1
export IMPL_ys_cells=22
export IMPL_drc_errors=0
export IMPL_post_route_period_util_pct=86.67
export IMPL_cp_start_kind="primary input"
export IMPL_logic_area_um2=152.6
export IMPL_port_buffers=25
export IMPL_antenna_found_initial=0
export IMPL_synth_warnings=1
export IMPL_nFlopsAndLatches=0
export IMPL_hp_class="in2out"
export IMPL_syn_inst=22
export IMPL_grt_pass1_vias=208
export IMPL_synth_avg_cell_area_um2=10.86
export IMPL_gp_congestion=0.8306
export IMPL_initial_core_util_pct=6.996
export IMPL_register_area_um2=0
export IMPL_worst_setup_path_type="in2out"
export IMPL_synth_area_um2=239.0
export IMPL_ir_drop_uv=19.00
export IMPL_syn_to_final_growth_pct=100.5
export IMPL_grtUsageMet2_pct=2.087
export IMPL_layout_setup_ws_ns=1.120
export IMPL_die_h_um=80
export IMPL_finalPower_mw=0.02929
export IMPL_num_vias=190
export IMPL_clock_buffers=0
export IMPL_ys_chip_area_um2=239.0
export IMPL_place_area_um2=479.2
export IMPL_finalSetupViolations=0
export IMPL_grt_max_degree=2
export IMPL_ctsHoldBuffers=0
export IMPL_slew_headroom_pct=93.45
export IMPL_cap_violations=0
export IMPL_cts_resized=0
export IMPL_worstPathRequired_ns=6.72
export IMPL_fmax_mhz=137.4
export IMPL_worst_slew_pin_slew_ns=0.09796
export IMPL_num_fill_cells=391
export IMPL_grt_ovfl_total=0
export IMPL_via_per_inst=2.262
export IMPL_routedWlPerCell_um=8.369
export IMPL_drtIter0Drc=0
export IMPL_finalHoldViolations=0
export IMPL_postCtsSetupBuffers=0
export IMPL_final_util_pct=14.03
export IMPL_yosysSeqAreaShare_pct=0
export IMPL_design_area_um2=479.2
export IMPL_tns_ns=0
export IMPL_ioPinCount=25
export IMPL_crit_arrival_ns=5.60
export IMPL_grt_use_total_pct=2.047
export IMPL_hold_path_depth=3
export IMPL_gr_usage_met3_pct=1.818
export IMPL_crit_path_max_fanout=1
export IMPL_powerDensity_mw_per_mm2=61.13
export IMPL_final_min_clock_period_ns=7.280
export IMPL_dp_slack_ns=1.087
export IMPL_maxSlewViolCount=0
export IMPL_path_cells="clkdlybuf4s50_1 -> ha_1 -> fa_1 -> fa_1 -> fa_1 -> fa_1 -> fa_1 -> fa_1 -> inv_1 -> fa_1 -> inv_1 -> clkdlybuf4s50_1"
export IMPL_drt_total_wl_um=703
export IMPL_antenna_cells=0
export IMPL_core_mm2=0.003416
export IMPL_chipArea_mm2=0.006400
export IMPL_tool_warnings=32
export IMPL_die_w_um=80
export IMPL_place_hpwl_um=698.5
export IMPL_path_depth=12
export IMPL_drive_gt1_share_pct=0
export IMPL_cpMostUsedCell="fa_1"
export IMPL_p_leak_nw=0.1847
export IMPL_use_met1_pct=3.098
export IMPL_grt_pass1_wl_um=1028
export IMPL_detail_route_antenna_nets=0
export IMPL_cp_end_kind="output port"
export IMPL_crit_family="adder cells"
export IMPL_rsz0062_at_grt="no"
metal layers:
metal / up-vias / share of wire [%] / wire length, um
met1: 81 / 50 / 348
met2: 24 / 24 / 168
met4: 0 / 0 / 0
li1: 85 / - / -
met3: 0 / 27 / 187
met5: - / 0 / 0
cell type report:
type	instances	area share, %
inverters	5	3.916
repair buffers	25	52.22
multi-input cells	8	31.85
well taps	46	12.01
worst paths after layout:
| check | startpoint | to | slack (ns) |
|---|---|---|---|
| setup / recovery | M_i[0] | result_o[7] | 1.12 |
| hold / removal | N_i[0] | result_o[0] | 4.39 |
per-stage QoR:
| step | hold WS [ns] | instances |
|---|---|---|
| after floorplan | 3.533 | 22 |
| after global placement | 4.392 | 84 |
| after detailed placement | 4.392 | 84 |
| after CTS | 4.405 | 84 |
| after global routing | 4.420 | 84 |
| final | 4.395 | 84 |
synthesized netlist by cell type, drive strengths merged:
| master | instances | area (um2) |
|---|---|---|
| buf | 9 | 67.56 |
| fa | 7 | 140.1 |
| inv | 5 | 18.77 |
| ha | 1 | 12.51 |
cell families after synthesis:
kind of cell / Yosys count / share of synthesized area (%)
fa+ha+maj: 8 / 63.87
buf+inv: 14 / 36.12
where the power goes:
part | switching, mW | leakage, nW | total, mW | internal, mW
registers | 0 | 0 | 0 | 0
logic | 0.00732 | 0.185 | 0.0293 | 0.0220
clock network | 0 | 0 | 0 | 0
worst min-delay path: stages:
cell	delay (ns)
clkdlybuf4s50_1	0.46
ha_1	0.12
clkdlybuf4s50_1	0.46
layout by cell type (no fill, tap or decap):
cell	instances
fa_1	7
ha_1	1
clkdlybuf4s50_1	25
inv_1	5
No activity file was given, so power comes from the tool's default toggle rates.
